File: run.sh
#!/bin/bash
# OpenROAD 26Q1-2900-gdf79404cd8, Yosys 0.63+post, stock flow scripts
make -C /OpenROAD-flow-scripts/flow DESIGN_CONFIG=/design/flow/config.mk WORK_HOME=/design/flow/orfs finish
File: config.mk
export PLATFORM = sky130hd
export DESIGN_NAME = bcdout
export DESIGN_NICKNAME = bcdout
export VERILOG_FILES = /design/flow/design.v
export SDC_FILE = /design/flow/constraint.sdc
export NUM_CORES = 4
export LEC_CHECK = 1
export CORE_AREA = 10 10 70 70
export DIE_AREA = 0 0 80 80
File: constraint.sdc
current_design bcdout

set clk_period 1.8
set clk_io_pct 0.2

create_clock -name clk0 -period $clk_period

set non_clock_inputs [all_inputs -no_clocks]
set_input_delay [expr $clk_period * $clk_io_pct] -clock clk0 $non_clock_inputs
set_output_delay [expr $clk_period * $clk_io_pct] -clock clk0 [all_outputs]
File: design.v
module bcdout(bin,bcd1,bcd0);
input [5:0] bin;
output  reg [3:0] bcd1;
output  reg [3:0] bcd0;
always@(bin)
begin
case (bin)
6'd0 : begin bcd1 <= 4'b0000; bcd0 <= 4'b0000; end
6'd1 : begin bcd1 <= 4'b0000; bcd0 <= 4'b0001; end
6'd2 : begin bcd1 <= 4'b0000; bcd0 <= 4'b0010; end
6'd3 : begin bcd1 <= 4'b0000; bcd0 <= 4'b0011; end
6'd4 : begin bcd1 <= 4'b0000; bcd0 <= 4'b0100; end
6'd5 : begin bcd1 <= 4'b0000; bcd0 <= 4'b0101; end
6'd6 : begin bcd1 <= 4'b0000; bcd0 <= 4'b0110; end
6'd7 : begin bcd1 <= 4'b0000; bcd0 <= 4'b0111; end
6'd8 : begin bcd1 <= 4'b0000; bcd0 <= 4'b1000; end
6'd9 : begin bcd1 <= 4'b0000; bcd0 <= 4'b1001; end
6'd10 : begin bcd1 <= 4'b0001; bcd0 <= 4'b0000; end
6'd11 : begin bcd1 <= 4'b0001; bcd0 <= 4'b0001; end
6'd12 : begin bcd1 <= 4'b0001; bcd0 <= 4'b0010; end
6'd13 : begin bcd1 <= 4'b0001; bcd0 <= 4'b0011; end
6'd14 : begin bcd1 <= 4'b0001; bcd0 <= 4'b0100; end
6'd15 : begin bcd1 <= 4'b0001; bcd0 <= 4'b0101; end
6'd16 : begin bcd1 <= 4'b0001; bcd0 <= 4'b0110; end
6'd17 : begin bcd1 <= 4'b0001; bcd0 <= 4'b0111; end
6'd18 : begin bcd1 <= 4'b0001; bcd0 <= 4'b1000; end
6'd19 : begin bcd1 <= 4'b0001; bcd0 <= 4'b1001; end
6'd20 : begin bcd1 <= 4'b0010; bcd0 <= 4'b0000; end
6'd21 : begin bcd1 <= 4'b0010; bcd0 <= 4'b0001; end
6'd22 : begin bcd1 <= 4'b0010; bcd0 <= 4'b0010; end
6'd23 : begin bcd1 <= 4'b0010; bcd0 <= 4'b0011; end
6'd24 : begin bcd1 <= 4'b0010; bcd0 <= 4'b0100; end
6'd25 : begin bcd1 <= 4'b0010; bcd0 <= 4'b0101; end
6'd26 : begin bcd1 <= 4'b0010; bcd0 <= 4'b0110; end
6'd27 : begin bcd1 <= 4'b0010; bcd0 <= 4'b0111; end
6'd28 : begin bcd1 <= 4'b0010; bcd0 <= 4'b1000; end
6'd29 : begin bcd1 <= 4'b0010; bcd0 <= 4'b1001; end
6'd30 : begin bcd1 <= 4'b0011; bcd0 <= 4'b0000; end
6'd31 : begin bcd1 <= 4'b0011; bcd0 <= 4'b0001; end
6'd32 : begin bcd1 <= 4'b0011; bcd0 <= 4'b0010; end
6'd33 : begin bcd1 <= 4'b0011; bcd0 <= 4'b0011; end
6'd34 : begin bcd1 <= 4'b0011; bcd0 <= 4'b0100; end
6'd35 : begin bcd1 <= 4'b0011; bcd0 <= 4'b0101; end
6'd36 : begin bcd1 <= 4'b0011; bcd0 <= 4'b0110; end
6'd37 : begin bcd1 <= 4'b0011; bcd0 <= 4'b0111; end
6'd38 : begin bcd1 <= 4'b0011; bcd0 <= 4'b1000; end
6'd39 : begin bcd1 <= 4'b0011; bcd0 <= 4'b1001; end
6'd40 : begin bcd1 <= 4'b0100; bcd0 <= 4'b0000; end
6'd41 : begin bcd1 <= 4'b0100; bcd0 <= 4'b0001; end
6'd42 : begin bcd1 <= 4'b0100; bcd0 <= 4'b0010; end
6'd43 : begin bcd1 <= 4'b0100; bcd0 <= 4'b0011; end
6'd44 : begin bcd1 <= 4'b0100; bcd0 <= 4'b0100; end
6'd45 : begin bcd1 <= 4'b0100; bcd0 <= 4'b0101; end
6'd46 : begin bcd1 <= 4'b0100; bcd0 <= 4'b0110; end
6'd47 : begin bcd1 <= 4'b0100; bcd0 <= 4'b0111; end
6'd48 : begin bcd1 <= 4'b0100; bcd0 <= 4'b1000; end
6'd49 : begin bcd1 <= 4'b0100; bcd0 <= 4'b1001; end
6'd50 : begin bcd1 <= 4'b0101; bcd0 <= 4'b0000; end
6'd51 : begin bcd1 <= 4'b0101; bcd0 <= 4'b0001; end
6'd52 : begin bcd1 <= 4'b0101; bcd0 <= 4'b0010; end
6'd53 : begin bcd1 <= 4'b0101; bcd0 <= 4'b0011; end
6'd54 : begin bcd1 <= 4'b0101; bcd0 <= 4'b0100; end
6'd55 : begin bcd1 <= 4'b0101; bcd0 <= 4'b0101; end
6'd56 : begin bcd1 <= 4'b0101; bcd0 <= 4'b0110; end
6'd57 : begin bcd1 <= 4'b0101; bcd0 <= 4'b0111; end
6'd58 : begin bcd1 <= 4'b0101; bcd0 <= 4'b1000; end
6'd59 : begin bcd1 <= 4'b0101; bcd0 <= 4'b1001; end
6'd60 : begin bcd1 <= 4'b0110; bcd0 <= 4'b0000; end
default:begin bcd1 <= 4'b0000; bcd0 <= 4'b0000; end
endcase
end
endmodule
==> flow_metrics.tcl <==
# place-and-route summary
set metrics [dict create \
    seqCellArea_um2 0 \
    netlist_instances 57 \
    timing_worst_setup_path_type "input pin to output port" \
    postCtsHoldBufs 0 \
    post-synth-top-area-fraction_pct 14.4 \
    setup-violations-final 1 \
    antenna_violations_before_repair 0 \
    synthesis.area_um2 435 \
    setup-tns-final_ns -0.0342 \
    hpwlAfterDp_mm 1.05 \
    routed_wire_length_per_instance_um 11.7 \
    die_w_um 80 \
    vdd.ir_drop.worst_mv 0.0846 \
    yosysWarnings 1 \
    grt_util_all_layers_pct 4.99 \
    setup.worst_path.start_class "input pin" \
    p_switching_mw 0.0875 \
    leakage_power_total_nw 0.397 \
    final_period_minus_worst_setup_slack_ns 1.83 \
    violations "negative setup slack" \
    min_from "bin[0]" \
    via_count_of_the_first_global_routing_pass 600 \
    die_area_um2 6400 \
    synth-seq-area-share_pct 0 \
    timing.final.crit_share_pct 102 \
    yosys-top-cells-count "6 x sky130_fd_sc_hd__a21oi_1, 5 x sky130_fd_sc_hd__ha_1, 5 x sky130_fd_sc_hd__nor2_1" \
    multiInputGateArea_um2 462 \
    drt_iter0_markers 17 \
    end_kind "output port" \
    drt_pass1_iterations 4 \
    seqPwrFrac_pct 0 \
    detail_route.antenna_diodes 0 \
    grt_first_pass_wirelength_mm 2.77 \
    grt_setup_unrepaired "true" \
    cp_data_required_time_ns 1.44 \
    pin_count_of_the_biggest_net_entering_global_routing 8 \
    via_per_inst 4.04 \
    slew_violations 0 \
    core_area_um2 3420 \
    power_frac_clock_pct 0 \
    synth.area.top_cells "sky130_fd_sc_hd__ha_1 14%, sky130_fd_sc_hd__a21oi_1 6.9%, sky130_fd_sc_hd__a2111oi_4 6.3%, sky130_fd_sc_hd__buf_4 5.2%, sky130_fd_sc_hd__mux4_2 5.2%" \
    post_layout_nonfiller_instances 135 \
    post-place-cells 128 \
    route.vias.total 545 \
    hold-path-endpoint "bcd1[2]" \
    yosys.cell_types.count 33 \
    hp-class "input pin to output port" \
    rows 21 \
    ys_chip_area_um2 435 \
    per_instance_average_area_after_synthesis_um2 7.64 \
    fp.dieH_um 80 \
    final-hold-violation-count 0 \
    min_delay_path_depth 4 \
    totalWireLength_mm 1.58 \
    floorplanUtilization_pct 12.7 \
    max_clock_freq_mhz 545 \
    final.clkbuf_count 0 \
    setup_ws_ns -0.0342 \
    power.density_nw_per_um2 228 \
    detail-route-antenna-nets 0 \
    grt_overflow_total 0 \
    pwr-share-comb_pct 100.0 \
    synthMostInstantiatedCell "sky130_fd_sc_hd__a21oi_1" \
    fin_worst_hold_slack_ns 1.20 \
    buffer_ports.inserted 13 \
    num-fill-cells 363 \
    drive_above_1_share_pct 60.7 \
    post_synthesis_cell_type_with_the_largest_combined_area "sky130_fd_sc_hd__ha_1" \
    yosysCellCount 57 \
    run_status "finished, violations left" \
    p_int_mw 0.121 \
    critPathArrivalTime_ns 1.47 \
    num_io_pins 14 \
    area_growth_pct 110 \
    drt_drc_violations_left 0 \
    netSwitchingFraction_pct 41.9 \
    max_cap_viol_count 0 \
    log.warning_count 38 \
    gpl.final_weighted_congestion 0.853 \
    flop-count 0 \
    worstPathMaxFanout 3 \
]
## placed cells by master (no fill, tap or decap), types with 2 or more instances in the layout
cell type / instances
sky130_fd_sc_hd__buf_6: 12
sky130_fd_sc_hd__inv_8: 2
sky130_fd_sc_hd__nor2_1: 5
sky130_fd_sc_hd__buf_4: 14
sky130_fd_sc_hd__a21oi_1: 6
sky130_fd_sc_hd__nand2_1: 3
sky130_fd_sc_hd__ha_4: 5
sky130_fd_sc_hd__o21ai_1: 3
sky130_fd_sc_hd__buf_2: 6
sky130_fd_sc_hd__buf_12: 2
## critical path: stages
cell and delay, ns:
sky130_fd_sc_hd__buf_12 0.09, sky130_fd_sc_hd__inv_8 0.04, sky130_fd_sc_hd__ha_4 0.26, sky130_fd_sc_hd__inv_4 0.03, sky130_fd_sc_hd__mux4_2 0.44, sky130_fd_sc_hd__nor2_1 0.10
sky130_fd_sc_hd__a21oi_1 0.04, sky130_fd_sc_hd__buf_2 0.11
## cell families (layout without fill, tap and decap cells)
logic type,count (synthesis),in the layout,share of synthesized area (%)
adder cells (fa/ha/maj),5,5,14.4
AND-OR/OR-AND,22,22,39.4
other,1,1,0.861
AND/OR/NAND/NOR,15,15,21.0
buffers and inverters,11,43,14.7
multiplexers,3,3,9.77
## worst max-delay path by stage
stage / startpoint / to / depth (start not counted)
5_1_grt: bin[1] / bcd0[1] / 8
4_1_cts: bin[1] / bcd0[1] / 7
6_report: bin[1] / bcd0[1] / 8
## power groups by stage
| stage | clock [mW] | combinational, mW | sequential (mW) |
|---|---|---|---|
| 4_1_cts | 0 | 0.196 | 0 |
| 5_1_grt | 0 | 0.229 | 0 |
| 6_report | 0 | 0.209 | 0 |
## per-layer routing
layer,track usage [%],routed length [um],share of wire (%),up-vias
met5,0,0,0,-
met4,0.352,0,0,0
met3,0.909,90,5.7,0
met2,7.70,639,40,12
met1,7.28,853,54,258
li1,-,-,-,275
## timing repair
item / in CTS / in global routing
cloned: 2 / 0
endpoints found under the setup margin: 7 / 6
setup buffers: 6 / 1
pin swaps: 12 / 7
resized: 73 / 13
## stage by stage
stage	utilization (%)	instance area [um2]	total power [mW]	setup WS (ns)
3_3_place_gp	21.0	717	0.162	-0.886
2_1_floorplan	-	435	0.0802	0.144
5_1_grt	26.7	913	0.229	-0.0846
3_5_place_dp	21.0	717	0.163	-0.881
6_report	26.7	913	0.209	-0.0342
4_1_cts	26.0	890	0.196	-0.0681
## layout make-up
| cell class | count | area share, % |
|---|---|---|
| Inverter | 4 | 3.56 |
| Multi-Input combinational cell | 46 | 50.5 |
| Timing Repair Buffer | 39 | 39.6 |
| Tap cell | 46 | 6.30 |
Power is estimated from default activity; no workload was simulated.
